## /design/flow/constraint.sdc

```tcl
current_design Data_memory

set clk_period 4.6
set clk_io_pct 0.2

create_clock -name clk0 -period $clk_period [get_ports {clk}]

set non_clock_inputs [all_inputs -no_clocks]
set_input_delay [expr $clk_period * $clk_io_pct] -clock clk0 $non_clock_inputs
set_output_delay [expr $clk_period * $clk_io_pct] -clock clk0 [all_outputs]
```

## /design/flow/config.mk

```make
export PLATFORM = sky130hd
export DESIGN_NAME = Data_memory
export DESIGN_NICKNAME = Data_memory
export VERILOG_FILES = /design/flow/design.v
export SDC_FILE = /design/flow/constraint.sdc
export NUM_CORES = 4
export LEC_CHECK = 1
export CORE_UTILIZATION = 40
```

## /design/flow/design.v

```verilog
module Data_memory(
  input clk, 
    input [31:0] Address,
    input [31:0] Data_in,
    input ReadEn,
    input WriteEn,
    output reg [31:0] Data_out
); 
    reg [31:0] Data_mem [0:31];
    always @ (posedge clk) begin
        if (WriteEn) begin
            Data_mem[Address >> 2] <= Data_in;  
        end 
        else if (ReadEn) begin
            Data_out <= Data_mem[Address >> 2];  
        end  
    end
endmodule
```

## /design/flow/run.sh

```bash
#!/bin/bash
# OpenROAD 26Q1-2900-gdf79404cd8, Yosys 0.63+post, stock flow scripts
make -C /OpenROAD-flow-scripts/flow DESIGN_CONFIG=/design/flow/config.mk WORK_HOME=/design/flow/orfs finish
```

==> results_slide.txt <==
Synthesis and Place & Route Summary

Run status
  • Outcome: finished clean

Pwr
  • Sequential Power Share: 55.1%
  • Pwr dens: 419.7 mW/mm2
  • Int Power: 15.54 mW
  • Leak: 15.86 nW
  • Clock power share: 40.4%
  • Comb pwr share: 4.5%
  • Switching pwr: 3.977 mW
  • Maximum VDD drop: 286.7 uV
  • Switching part of the total: 20.37%

Floorplanning
  • Die Ht: 318.2 um
  • Row cnt: 115
  • Die Area: 0.1013 mm2
  • Die W: 318.2 um
  • Core area: 0.09871 mm2
  • Initial core utilization: 40.53%
  • I/O Pins: 99

Critical path
  • Worst setup path class: input pin to flip-flop
  • Critical path required time: 5000 ps
  • Top cell by count, worst path: buf_4
  • CP endpoint kind: flip-flop
  • Critical path's slowest cell: nor4_1
  • CP max FO: 16
  • Crit path cell chain: clkdlybuf4s50_1 > buf_4 > nand4_1 > o22ai_1 > nor4_1 > buf_4 > nand2_1
  • Setup crit start kind: input pin
  • CP max stage delay: 770 ps
  • CP arrival: 3740 ps

Synth
  • Cell count after synthesis: 2108
  • And+or+nand+nor area frac: 2.230%
  • Synth flops: 1056
  • Aoi share: 4.035%
  • Synth warn: 1
  • Adder share: 0%
  • Yosys Chip Area: 0.04000 mm2
  • Synth Cell Area: 0.04000 mm2
  • Xor/xnor share: 0%
  • Number of cells in Yosys stat: 2108
  • Dominant kind of combinational cell: multiplexers
  • Post-synthesis mux area share: 12.81%
  • Synth unique cells: 23
  • Seq/Total Area, Yosys: 79.27%
  • Syn_area_per_cell: 18.98 um2

GRT
  • Vias in the first global route: 21130
  • Initial antenna violation count: 3
  • Largest net degree at the start of global routing: 96
  • Global Route Usage Sum: 20.72%
  • First-pass GRT wire length: 138600 um
  • GRT overflow: 0

Timing
  • Relative slew margins: 35.14%
  • Slew at the pin with the worst max-slew slack: 969.8 ps
  • # setup viols final: 0
  • Final Cycle Share: 72.75%
  • Final worst slack: 1254 ps
  • RSZ-0062 raised after global routing: false
  • Max Clock Skew: 24.94 ps
  • Hold Vio Cnt, Final: 0
  • Slew Limit Fails: 0
  • Setup_tns: 0 ps
  • Top achievable clock speed: 298.8 MHz
  • Min cycle time layout: 3346 ps

Routing
  • Metal-1 WL: 31830 um
  • Metal3 WL: 16480 um
  • Residual DRC: 0
  • Routed wire per std cell: 26.36 um
  • Vias per inst: 5.522
  • 1st-iter DRT viols: 1315
  • Post-route ant nets: 0
  • Top layer in use: met5
  • Wire length on met2: 45470 um
  • Drt first pass iters: 5
  • Detailed Route WL: 96150 um
  • Routed via count: 20150

Clocking
  • Clock-pin slew on the worst setup and hold paths: 60 ps
  • Hold-fix buffers, CTS: 0
  • H-tree depth: 3
  • CTS Buffer Depth: 3
  • CTS tree: done
  • Latency at later pin: 670 ps
  • Num CTS Buffers: 100
  • CTS resizes: 0
  • Buffers inserted by post-CTS timing repair: 0
  • Clock tree sinks: 1056
  • Clock Tree Root: clkbuf_16

Placed design
  • Hpwl dp: 53470 um
  • Placer congestion estimate: 0.8474
  • Setup WS pre-CTS: 533.1 ps
  • IO buf count: 71
  • Post-DP Area: 0.04333 mm2

Job
  • Max Cap Viol: 0
  • Stage-log warning count: 53

Finish
  • Logic area: 0.007913 mm2
  • Register area: 0.03171 mm2
  • FILL cells: 7908
  • Area delta synth->final: 16.25%
  • Final Cell Area: 0.04650 mm2
  • Share of layout cells above drive strength 1: 13.52%

Hold path
  • Hold crit path type: flip-flop to flip-flop
-- cell type report --
| type | instances | share of cell area, % |
|---|---|---|
| timing repair buffer | 200 | 4.510 |
| multi-input combinational | 926 | 17.02 |
| clock inverter | 57 | 1.216 |
| sequential | 1056 | 68.19 |
| clock buffer | 121 | 5.597 |
| tap | 1287 | 3.463 |
| antenna | 1 | 0.005381 |
-- state kept, by name (all words and copies together), names as in the netlist --
register,flops
Data_mem,1024
Data_out,32
-- synth_stat cells (all sizes together) --
master | count | share of area (%)
mux2i | 512 | 13
o22ai | 256 | 4.0
or3 | 1 | 0.016
or4b | 4 | 0.10
nor2b | 1 | 0.016
nand2 | 34 | 0.32
nor4 | 64 | 1.0
or4 | 1 | 0.019
or3b | 3 | 0.066
nand4 | 1 | 0.016
clkbuf | 30 | 0.28
nand4bb | 6 | 0.17
nand4b | 4 | 0.088
nor2 | 29 | 0.27
buf | 96 | 1.4
edfxtp | 1056 | 79
nand3 | 2 | 0.025
nor3 | 4 | 0.050
nand3b | 4 | 0.075
-- per-layer routing --
layer / up-vias / global-route usage [%]
li1: 8968 / -
met1: 9784 / 24.37
met5: - / 0.2364
met4: 2 / 4.079
met2: 1253 / 31.03
met3: 139 / 15.93
-- placed cells by master, fill, tap and decap left out, drive strengths merged --
cell and count:
nand3 2, buf 130, bufinv 8, nand3b 4, or4b 4, nand4bb 6, clkbuf 121, nor2b 1
nor3 4, nor4 64, inv 3, nand2 34, clkinvlp 3, or4 1, diode 1, nand4b 4
clkinv 43, nor2 29, or3 1, clkdlybuf4s50 70, edfxtp 1056, nand4 1, or3b 3, mux2i 512
o22ai 256
-- power by group through the flow --
stage / combinational, mW / sequential (mW) / clock, mW
finish: 0.875 / 10.8 / 7.88
CTS: 0.887 / 10.8 / 8.03
global route: 0.945 / 10.8 / 8.42
-- metrics by stage --
stage	utilization, %	hold WS, ps	total power [mW]	std cells
floorplan	-	651.5	11.41	2108
global placement	43.90	706.9	11.83	3469
detailed placement	43.90	699.5	11.85	3469
CTS	47.11	734.2	19.68	3647
global route	47.11	770.1	20.12	3648
finish	47.11	727.9	19.52	3648
-- critical path: cells and delay by family --
kind / cells / cell delay (ps)
AND/OR/NAND/NOR: 3 / 1350
buffers and inverters: 3 / 1260
AND-OR/OR-AND: 1 / 200
-- cell families after synthesis --
family                 count (synthesis)
AND-OR/OR-AND                        256
buffers and inverters                126
flip-flops                          1056
multiplexers                         512
AND/OR/NAND/NOR                      158
-- worst paths after layout --
kind / from / endpoint / slack (ps) / depth (start not counted)
worst min register to register: Data_mem[6][30]$_DFFE_PP_ / Data_out[30]$_DFFE_PP_ / 730 / 4
worst max register to register: Data_mem[31][9]$_DFFE_PP_ / Data_out[9]$_DFFE_PP_ / 2630 / 5
worst max-delay path: Address[4] / Data_out[9]$_DFFE_PP_ / 1250 / 7
worst min-delay path: Data_mem[6][30]$_DFFE_PP_ / Data_out[30]$_DFFE_PP_ / 730 / 4
Power and IR drop assume default switching activity.
