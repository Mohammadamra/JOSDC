File: design.v
module Alu (
input [31:0] input_1,
input [31:0] input_2,
input [2:0] Op,
output reg [31:0] Result,
output Zero
);
parameter OR   = 3'b000,   
          AND  = 3'b001,   
          XOR  = 3'b010,   
          ADD  = 3'b011,   
          NOR  = 3'b100,   
          NAND = 3'b101,   
          SLT  = 3'b110,   
          SUB  = 3'b111;   
	always @* begin 
    case(Op)
        ADD:  Result = input_1 + input_2;           
        AND:  Result = input_1 & input_2;           
        NAND: Result = ~(input_1 & input_2);        
        NOR:  Result = ~(input_1 | input_2);        
        OR:   Result = input_1 | input_2;           
        SLT:  Result = (input_1 < input_2) ? 32'b1 : 32'b0;  
        SUB:  Result = input_1 - input_2;           
        XOR:  Result = input_1 ^ input_2;           
        default: Result = 32'b0;                    
    endcase
end
assign Zero = (Result == 0);
endmodule
File: run.sh
#!/bin/bash
# OpenROAD 26Q1-2900-gdf79404cd8, Yosys 0.63+post, stock flow scripts
make -C /OpenROAD-flow-scripts/flow DESIGN_CONFIG=/design/flow/config.mk WORK_HOME=/design/flow/orfs finish
File: config.mk
export PLATFORM = sky130hd
export DESIGN_NAME = Alu
export DESIGN_NICKNAME = Alu
export VERILOG_FILES = /design/flow/design.v
export SDC_FILE = /design/flow/constraint.sdc
export NUM_CORES = 4
export LEC_CHECK = 1
export CORE_UTILIZATION = 50
File: constraint.sdc
current_design Alu

set clk_period 16.9
set clk_io_pct 0.2

create_clock -name clk0 -period $clk_period

set non_clock_inputs [all_inputs -no_clocks]
set_input_delay [expr $clk_period * $clk_io_pct] -clock clk0 $non_clock_inputs
set_output_delay [expr $clk_period * $clk_io_pct] -clock clk0 [all_outputs]
==> impl_metrics.json <==
{
  "outcome": "finished clean",
  "via_count": 7248,
  "number_of_hold_buffers_added_after_cts": 0,
  "die_height_um": 112,
  "ios": 100,
  "grt_setup_unrepaired": "no",
  "p_leak_nw": 3.11,
  "synth_compound_gate_area_share_pct": 36.8,
  "syn_inst": 940,
  "route.antenna.remaining_nets": 0,
  "drt-pass1-iter-count": 23,
  "critical_path.most_common_cell": "a21oi_1",
  "fin_crit_sh_pct": 71.0,
  "mux_area_share_pct": 2.02,
  "gp_routability_congestion": 1.03,
  "cts.repair_timing.setup_buffer_count": 0,
  "grt_antenna_before_repair": 1,
  "xor_area_share_pct": 7.23,
  "hold_violations": 0,
  "area_delta_synth_final_pct": 16.4,
  "instance_area_at_placement_um2": 7050,
  "synth_cell_types": 83,
  "wire_per_inst_um": 19.1,
  "wp_data_arrival_ns": 8.61,
  "final.setup.tns_ns": 0,
  "yosys-stat-cells": 940,
  "yosys-top-cells-count": "111 x a21oi_1, 106 x nor2_1, 96 x ha_1",
  "vias_in_the_first_global_route": 6585,
  "power.ir.vdd_worst_mv": 0.0191,
  "timing.max_cap.violations": 0,
  "dp_cells": 1135,
  "finalHoldWorstSlack_ns": 7.78,
  "crit_fanout": 12,
  "seqCellArea_um2": 0,
  "grt_first_pass_wirelength_um": 34700,
  "die_area_um2": 12600,
  "crit_buf_inv": 3,
  "finalMaxSlewViolations": 0,
  "end_kind": "output port",
  "timing.final.crit_period_ns": 11.99,
  "post-synth-top-area-fraction_pct": 19.8,
  "final_cell_count_no_fill": 1135,
  "final_layout_size_suffix_gt1_share_pct": 4.13,
  "synth.cell_area_um2": 6060,
  "gr-total-overflow": 0,
  "place_hpwl_um": 16700,
  "filler_cell_count": 1056,
  "layout.clock_buffers": 0,
  "syn_avg_cell_area_um2": 6.45,
  "worst_path_max_delay_cell": "or4_1",
  "synth-warning-count": 1,
  "synthAdderAreaFrac_pct": 20.5,
  "post-route-cell-area_um2": 7050,
  "dr.first_iter.drc_count": 654,
  "grt_util_all_layers_pct": 34.7,
  "logic_family": "AND-OR/OR-AND gates",
  "power_density_nw_per_um2": 36.7,
  "setup_viol_count_final": 0,
  "critical_path.cell_chain": "clkdlybuf4s50_1, inv_1, ha_1, a21oi_1, and3_1, a21oi_1, a21oi_1, o31ai_1, mux2_2, o22ai_1, or4_1, or4_1, nor4_2, clkdlybuf4s50_1",
  "fmax_ghz": 0.0834,
  "place.port_buffers": 100,
  "dieWidth_um": 112,
  "synth_dominant_cell_count": "a21oi_1",
  "num_rows": 39,
  "route.detailed.drc": 0,
  "ys_area_um2": 6060,
  "worstHoldPathCells": 5,
  "flops": 0,
  "total_wirelength_of_the_detailed_routed_design_um": 21700,
  "critical_path.max_stage_delay_ns": 0.62,
  "floorplan.initialDensity_pct": 52.2,
  "path_depth": 14,
  "worstMarginPinSlew_ns": 0.810,
  "seq_area_frac_synth_pct": 0,
  "simple_gate_area_share_pct": 23.3,
  "log.warning_count": 97,
  "worst_ep_required_time_ns": 13.52,
  "final_critical_path_setup_slack_ns": 4.91,
  "placement.setup.worst_slack_ns": 5.09,
  "cts_resized": 0,
  "top_cells_by_area": "ha_1 20%, a21oi_1 9.2%, nor2_1 6.6%, xnor2_1 6.5%, inv_1 5.8%",
  "yosys.area.top_type": "ha_1",
  "cpLargestDelayFamily": "AND-OR/OR-AND gates",
  "antenna_cells": 0,
  "worst_slew_margin_rel_pct": 44.6,
  "criticalPathCategory": "in2out",
  "grt_max_degree": 44,
  "floorplan.core_area_um2": 11600,
  "hold_class": "in2out",
  "worstSetupStartpointType": "input port",
  "vias_per_cell": 6.39
}
layout by cell type, fill, tap and decap left out, types with 7 or more instances in the layout:
cell	n
o21ai_0	48
nor2_1	106
inv_1	93
a211o_1	11
a31oi_1	14
o211ai_1	7
o31ai_1	11
o22ai_1	9
nand2b_1	10
a211oi_1	16
buf_4	11
o21bai_1	10
nand3_1	14
nand2_1	63
ha_1	96
mux2i_1	10
or2_2	9
a21o_1	12
nand4_1	9
clkdlybuf4s50_1	98
a21oi_1	111
a221oi_1	7
nor3_1	23
xnor2_1	45
nor4_1	10
a22oi_1	7
nor2b_1	13
power breakdown:
| part | switching, mW | internal (mW) |
|---|---|---|
| Clock | 0 | 0 |
| Combinational | 0.146 | 0.112 |
| Sequential | 0 | 0 |
| Total | 0.146 | 0.112 |
per-layer routing:
metal	global-route usage [%]	part of all wire [%]	wire, um
met2	53.7	43	9330
met3	3.52	9.4	2050
met1	50.5	44	9510
met4	11.6	3.9	839
met5	0	0.055	12
logic make-up after synthesis:
| logic type | Yosys count |
|---|---|
| compound gates | 333 |
| xor+xnor | 50 |
| fa+ha+maj | 98 |
| buf+inv | 154 |
| mux | 12 |
| simple gates | 293 |
worst paths after layout:
check,from,end,slack (ns)
hold / removal,Op[0],Result[4],7.78
setup / recovery,input_1[8],Zero,4.91
area by class of cell:
cell class,count,area (um^2),share of cell area (%)
inverter,95,357,5.06
timing repair buffer,111,1070,15.2
tap,143,179,2.54
multi-input combinational,786,5440,77.2
per-stage QoR:
| step | power (mW) | util, % |
|---|---|---|
| finish | 0.259 | 60.7 |
| global route | 0.281 | 60.7 |
| CTS | 0.254 | 60.7 |
| detailed placement | 0.252 | 60.7 |
| global placement | 0.252 | 60.7 |
| floorplan | 0.162 | - |
Power is estimated from default activity; no workload was simulated.
